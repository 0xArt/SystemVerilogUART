===== design/flow/design.v =====
module uart_tx(
input logic clk,
input logic txDv,
input logic [7:0] incomingByte,
input logic [31:0] clocksPerBit,
output logic txActive,
output logic txDone,
output logic txSerial,
output logic [7:0] txByte
);
enum logic [2:0] {IDLE=3'b000, SEND_START_BIT=3'b001, SEND_PAYLOAD=3'b010, SEND_STOP_BIT=3'b011, DONE=3'b100} state;
logic [2:0] bitCounter = 0;
logic [7:0] clockCounter = 0;
logic [7:0] toSend;
always_ff @(posedge clk) begin
	casex (state)
		IDLE: begin
			txSerial <= 1;  
			txDone <= 0;
			bitCounter <= 0;
			clockCounter <= 0;
			if(txDv == 1)begin  
				txActive <= 1;
				toSend <= incomingByte;  
				state <= SEND_START_BIT;
			end
			else begin
				state <= IDLE;
			end
		end
		SEND_START_BIT: begin
			txSerial <= 0;
			if(clockCounter < clocksPerBit - 1) begin
				clockCounter<= clockCounter + 1;
			end
			else begin
				clockCounter <= 0;
				state<= SEND_PAYLOAD;
			end
		end
		SEND_PAYLOAD: begin
			txSerial <= toSend[bitCounter];
			if(clockCounter < clocksPerBit -1) begin
				clockCounter<= clockCounter + 1;
			end
			else begin
				bitCounter <= 0;
				state <= SEND_STOP_BIT;
			end
		end
		SEND_STOP_BIT: begin
			txSerial <= 1'b1;
			clockCounter <= 0;
			txActive <= 1'b0;
			state <= DONE;
		end
		DONE: begin
			txDone <= 1'b1;
			state <= IDLE;
		end
	endcase
end
endmodule

===== design/flow/config.mk =====
export PLATFORM = sky130hd
export DESIGN_NAME = uart_tx
export DESIGN_NICKNAME = uart_tx
export VERILOG_FILES = /design/flow/design.v
export SDC_FILE = /design/flow/constraint.sdc
export NUM_CORES = 4
export LEC_CHECK = 1
export CORE_AREA = 10 10 85 85
export DIE_AREA = 0 0 95 95

===== design/flow/run.sh =====
#!/bin/bash
# OpenROAD 26Q1-2900-gdf79404cd8, Yosys 0.63+post, stock flow scripts
make -C /OpenROAD-flow-scripts/flow DESIGN_CONFIG=/design/flow/config.mk WORK_HOME=/design/flow/orfs finish

===== design/flow/constraint.sdc =====
current_design uart_tx

set clk_period 5.7
set clk_io_pct 0.2

create_clock -name clk0 -period $clk_period [get_ports {clk}]

set non_clock_inputs [all_inputs -no_clocks]
set_input_delay [expr $clk_period * $clk_io_pct] -clock clk0 $non_clock_inputs
set_output_delay [expr $clk_period * $clk_io_pct] -clock clk0 [all_outputs]

==> results.sh <==
# flow metrics
export IMPL_result_of_the_run="complete, no violations"
export IMPL_aoi_share_pct=20.4
export IMPL_cts_repair_resized=0
export IMPL_ys_async_sr_fraction_pct=0
export IMPL_yosys_warnings=9
export IMPL_gr_total_overflow=0
export IMPL_worst_path_max_delay_cell="sky130_fd_sc_hd__a31oi_1"
export IMPL_vdd_ir_drop_worst_mv=0.105
export IMPL_synth_ff_latch_count=17
export IMPL_io_buffer_count=37
export IMPL_io_pins=53
export IMPL_synthesis_area_um2=1650
export IMPL_area_inside_the_core_boundary_um2=5470
export IMPL_clock_root_buffer="sky130_fd_sc_hd__clkbuf_8"
export IMPL_timing_final_hold_violations=0
export IMPL_htree_levels=1
export IMPL_yosys_area_um2=1650
export IMPL_route_final_wire_length_um=4190
export IMPL_finalSetupViolations=0
export IMPL_path_cells="clkdlybuf4s50_1 > inv_1 > ha_1 > or3b_2 > nor3_1 > xnor2_1 > ha_1 > o21a_1 > o21ai_0 > a2111oi_2 > nand4_1 > nor4_4 > buf_4 > a31oi_1"
export IMPL_critical_path_arrival_ps=4630
export IMPL_post_synth_main_area_contributors="sky130_fd_sc_hd__edfxtp_1 (24%), sky130_fd_sc_hd__ha_1 (6.8%), sky130_fd_sc_hd__nor4_4 (5.1%)"
export IMPL_multiInputGateArea_um2=1110
export IMPL_cts_hold_repair_buffers=0
export IMPL_setup_tns_final_ps=0
export IMPL_synth_cells=180
export IMPL_cp_max_fo=10
export IMPL_number_of_buffers_on_the_longest_clock_path=2
export IMPL_grt_antenna_before_repair=0
export IMPL_synth_distinct_cells=50
export IMPL_die_h_um=95
export IMPL_synthMuxAreaShare_pct=0
export IMPL_maximum_number_of_pins_on_one_net_before_global_route_repair=12
export IMPL_die_w_um=95
export IMPL_power_density_nw_per_um2=132
export IMPL_areaGrowthSynthToFinish_pct=28.9
export IMPL_p_sw_uw=65.8
export IMPL_sw_frac_of_total_pct=23.4
export IMPL_ys_seq_share_pct=28.5
export IMPL_cts_repair_timing_setup_buffer_count=0
export IMPL_enable_flop_cells=13
export IMPL_timing_critical_path_to_type="flop"
export IMPL_worstSetupStartpointType="primary input"
export IMPL_critical_path_most_common_cell="sky130_fd_sc_hd__ha_1"
export IMPL_critical_path_class="in2reg"
export IMPL_ys_cells=180
export IMPL_synthesis_area_per_instance_um2=9.18
export IMPL_grt_pass1_wl_um=7090
export IMPL_viasPerCell=5.16
export IMPL_yosys_area_top_type="sky130_fd_sc_hd__edfxtp_1"
export IMPL_row_count=27
export IMPL_clkSinkCount=17
export IMPL_synth_logic_top_family="simple AND/OR/NAND/NOR gates"
export IMPL_clk_latency_ps=240
export IMPL_timing_final_crit_share_pct=83.4
export IMPL_fin_crit_ps=4760
export IMPL_xor_area_share_pct=6.36
export IMPL_final_power_uw=282
export IMPL_tritoncts="yes"
export IMPL_clk_pin_slew_worst_paths_ps=60
export IMPL_min_delay_path_class="reg2reg"
export IMPL_finClkSkew_ps=1.81
export IMPL_grt_pass1_vias=1494
export IMPL_dp_cells=288
export IMPL_fmax_achieved_ghz=0.210
export IMPL_slew_viol_final=0
export IMPL_p_int_uw=216
export IMPL_num_vias=1506
export IMPL_total_leakage_power_nw=0.712
export IMPL_stage_log_warnings=32
export IMPL_slew_limit_headroom_pct=41.0
export IMPL_synth_cellmix_adderShare_pct=6.81
export IMPL_place_detailed_hpwl_um=3460
export IMPL_sequential_cell_area_um2=470
export IMPL_tightest_slew_ps=881
export IMPL_cp_slowest_stage_delay_ps=680
export IMPL_flop_cell="sky130_fd_sc_hd__edfxtp_1"
export IMPL_comb_power_share_pct=23.1
export IMPL_antenna_left=0
export IMPL_wire_per_inst_um=14.3
export IMPL_drt_pass1_iterations=4
export IMPL_pwr_share_clk_pct=30.3
export IMPL_cap_viol_max_count=0
export IMPL_initCoreUtil_pct=30.2
export IMPL_yosysTopAreaCellShare_pct=23.6
export IMPL_rsz0062_at_grt="no"
export IMPL_cts_buffers=3
export IMPL_synth_cellmix_simpleShare_pct=31.6
export IMPL_num_antenna_cells=0
export IMPL_finalCoreUtilization_pct=38.9
export IMPL_final_std_cells_w_o_fill=292
export IMPL_gp_routability_congestion=0.876
export IMPL_seqPwrFrac_pct=46.7
export IMPL_globalRouteTotalUtil_pct=9.45
export IMPL_dieArea_um2=9030
export IMPL_layout_drive_gt1_share_pct=10.0
export IMPL_route_detailed_drc=0
export IMPL_fillerInstances=557
export IMPL_drtIter0Drc=42
export IMPL_cp_required_ps=5570
[power groups by stage]
stage         clock (mW)  sequential, mW  combinational [mW]
CTS               0.0876           0.132              0.0656
global route      0.0921           0.132              0.0719
finish            0.0853           0.132              0.0650
[per-layer routing]
layer | vias up | global-route usage (%) | share of wire [%]
li1 | 771 | - | -
met1 | 696 | 13.4 | 48
met2 | 35 | 15.2 | 46
met3 | 4 | 1.60 | 4.9
met4 | 0 | 1.50 | 0.72
met5 | - | 0 | 0
[final timing paths]
check | startpoint | to | slack [ps] | cells after the start
setup / recovery | clocksPerBit[0] | clockCounter[0] | 940 | 14
hold / removal | state[4] | state[1] | 400 | 0
setup reg to reg | clockCounter[5] | clockCounter[0] | 2840 | 6
hold reg to reg | state[4] | state[1] | 400 | 0
[layout by cell type (no fill, tap or decap), drive strengths merged, types with 3 or more instances in the layout]
cell type,count
clkdlybuf4s50,37
nor2,18
edfxtp,13
nor4,12
nand2,11
nand3,9
ha,9
a211oi,9
conb,8
inv,7
o21ai,7
nor3,6
xor2,6
xnor2,6
nand3b,5
o31a,4
a21oi,4
dfxtp,4
nand4,4
clkbuf,4
o21a,3
buf,3
[synthesized netlist by cell type (5+ instances only)]
master	instances
sky130_fd_sc_hd__xor2_1	6
sky130_fd_sc_hd__inv_1	7
sky130_fd_sc_hd__xnor2_1	6
sky130_fd_sc_hd__nor4_1	6
sky130_fd_sc_hd__ha_1	9
sky130_fd_sc_hd__nor3_1	6
sky130_fd_sc_hd__nor2_1	18
sky130_fd_sc_hd__nand3_1	9
sky130_fd_sc_hd__buf_4	9
sky130_fd_sc_hd__nand3b_1	5
sky130_fd_sc_hd__a211oi_1	8
sky130_fd_sc_hd__o21ai_0	7
sky130_fd_sc_hd__nand2_1	10
sky130_fd_sc_hd__edfxtp_1	13
[final cells by class]
type	instances	area share [%]
Multi-Input combinational cell	152	51.9
Sequential cell	17	22.1
Timing Repair Buffer	40	18.4
Clock buffer	4	2.11
Tap cell	72	4.23
Inverter	7	1.23
[worst max-delay path, delay by kind of cell]
kind / cells / cell delay [ps]
AOI/OAI and AO/OA: 4 / 1130
and+or+nand+nor: 4 / 940
buffers and inverters: 3 / 770
adders and majority gates: 2 / 460
xor gates and xnor gates: 1 / 180
[state kept, by name, summed over array words and instances, names as in the netlist, named ones only]
register      flops
toSend            1
clockCounter      8
txDone            1
txSerial          1
state             4
txActive          1
[cells by family (layout without fill, tap and decap cells)]
kind of cell	after synthesis	in the layout
AND/OR/NAND/NOR	79	79
buffers and inverters	18	51
XOR/XNOR	12	12
adder cells (fa/ha/maj)	9	9
flip-flops	17	17
other	1	8
AND-OR/OR-AND	44	44
[metrics by stage]
step	cell area (µm²)	hold WS, ps	setup WS, ps
finish	2130	401	944
detailed placement	2090	379	703
global route	2130	417	713
CTS	2130	400	956
global placement	2090	392	690
floorplan	1680	364	1670
