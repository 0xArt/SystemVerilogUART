$ cat run.sh
#!/bin/bash
# OpenROAD 26Q1-2900-gdf79404cd8, Yosys 0.63+post, stock flow scripts
make -C /OpenROAD-flow-scripts/flow DESIGN_CONFIG=/design/flow/config.mk WORK_HOME=/design/flow/orfs finish
$ cat config.mk
export PLATFORM = sky130hd
export DESIGN_NAME = uart_rx
export DESIGN_NICKNAME = uart_rx
export VERILOG_FILES = /design/flow/design.v
export SDC_FILE = /design/flow/constraint.sdc
export NUM_CORES = 4
export LEC_CHECK = 1
export CORE_UTILIZATION = 50
$ cat constraint.sdc
current_design uart_rx

set clk_period 18.3
set clk_io_pct 0.2

create_clock -name clk0 -period $clk_period [get_ports {clk}]

set non_clock_inputs [all_inputs -no_clocks]
set_input_delay [expr $clk_period * $clk_io_pct] -clock clk0 $non_clock_inputs
set_output_delay [expr $clk_period * $clk_io_pct] -clock clk0 [all_outputs]
$ cat design.v
module uart_rx(
input logic clk,
input logic [31:0] clocksPerBit,
input logic rxData,
output logic rxDv,
output logic [7:0] rxByte
);
	logic [2:0] bitCounter = 0;
	logic [31:0] clockCounter = 0;
	enum logic [2:0] {IDLE=3'b000, SCAN_START_BIT=3'b001, SCAN_PAYLOAD=3'b010, SCAN_STOP_BIT=3'b011, DONE=3'b100} state;
	always_ff @(posedge clk) begin
		casex(state) 
			IDLE: begin
				rxDv <= 1'b0;
				clockCounter <= 0;
				bitCounter <= 0;
				if(rxData == 1'b0) begin
					state <= SCAN_START_BIT;
				end 
				else begin
					state <= IDLE;
				end
			end
			SCAN_START_BIT: begin
				if(clockCounter == ((clocksPerBit-1)/2)) begin
					if(rxData == 1'b0) begin
						clockCounter <= 0;
						state <= SCAN_PAYLOAD;
					end
					else begin
						state <= IDLE;
					end
				end 
				else begin
					clockCounter++;
				end
			end
			SCAN_PAYLOAD: begin
				if(clockCounter < clocksPerBit - 1) begin
					clockCounter++;
				end
				else begin
					clockCounter <= 0;
					rxByte[bitCounter] <= rxData;
					if(bitCounter < 7) begin
						bitCounter++;
					end
					else begin
						bitCounter <= 0;
						state <= SCAN_STOP_BIT;
					end
				end
			end
			SCAN_STOP_BIT: begin
				if( clockCounter < clocksPerBit - 1) begin
					clockCounter++;
				end
				else begin
					if (rxData == 1'b1) begin
						rxDv <= 1'b1;
						state <= DONE;
					end 
					else begin
						state <= IDLE;
					end
				end
			end
			DONE: begin
				state <= IDLE;
			end
		endcase 
	end
endmodule
==> summary.txt <==
Implementation numbers.

- The run finished with clean final reports.
- In this run the critical path is formed by clkdlybuf4s50_1, inv_1, ha_1, nor3b_1, nand4_1, nor3_1, xnor2_1, ha_1, and4_1, a221oi_1, o31ai_1, o21ai_0, o41ai_1, a21oi_2, buf_4.
- Per the final layout report, the fraction of cells sized above drive strength 1 comes to 6.93%.
- The number of cells on the critical path is 15.
- Post-synth the commonest register cell is sky130_fd_sc_hd__edfxtp_1.
- The placeable core region is 9330 um^2.
- The synthesized netlist occupies a cell area of 4880 um^2.
- The worst register-to-register path depth is 9.
- The share of total power dissipated in combinational logic is 38.1%.
- Setup total negative slack on the finished layout was measured at 0 ps.
- The Yosys chip area is 4880 um^2.
- Counting flops and latches in the post-synthesis netlist gives 49.
- The startpoint class of the critical path is an input port.
- The proportion of power drawn by the clock network is 15.3%.
- The worst hold path class is reg2reg.
- The slew at the pin closest to its max-slew limit is 773 ps.
- The cell occurring most often along the worst timing path is sky130_fd_sc_hd__ha_1.
- For this run, the detailed router reports a per-instance via density of 6.06.
- The via count is 4275.
- The critical path start-end classification is in2reg.
- The maximum number of pins on one net before global-route repair is 34.
- The area growth from synthesis to layout is 12.3%.
- The capturing element type of the critical path is a register.
- The initial DRC count is 169.
- The top cell type by total area after synthesis is sky130_fd_sc_hd__edfxtp_1.
- The average routed wire per standard cell is 18.1 um.
- The tally of yosys warning messages is 1.
- The global router's overall resource usage is 27.6%.
- The aggregate global routing overflow is 0.
- The tool warning count for the run is 29.
- The post-synthesis cell type count is 70.
- The count of buffers from port buffering is 42.
- The wire length recorded after detailed routing is 12800 um.
- The internal power is 302 uW.
- The initial utilization of the core area, before any placement, comes to 52.3%.
- The initial antenna violation count was 1.
- The root buffer cell is sky130_fd_sc_hd__clkbuf_8.
- The first detailed-routing pass ran for 4 iterations.
- The flow reports that sequential cells draw 46.6% of the design power.
- The total power is 501 uW.
- The post-route clock skew is 4.96 ps.
- The clock tree from TritonCTS is done.
- The deepest clock path buffer count is 2.
- Counting instances, the worst hold path has a depth of 1.
- The height of the die is 101 um.
- Looking at the critical path, the highest net fanout was 32.
- In the routed netlist, the antenna diode instances number 0.
- The worst setup slack after layout is 10160 ps.
- For this design, the sink count on the clock tree is 49.
- Summed over all cells, the static leakage comes to 1.93 nW.
- The arrival time reported for the critical path endpoint is 8100 ps.
- Among all stages on the critical path, the largest delay is contributed by sky130_fd_sc_hd__nor3b_1.
- Among cell families on the critical path, the largest total delay comes from simple AND/OR/NAND/NOR gates.
- The hold violation total from the final report is 0.
- The area of the die is 10200 um^2.
- For this run, the top clock speed supported by timing is 0.123 GHz.
- Post-CTS repair changed the size of 0 cells.
- The number of maximum-capacitance violations recorded for the run is 0.
- After floorplanning, the core was divided into 35 placement rows.
- The first-pass GRT wire length is 20600 um.
- The final RePlAce weighted congestion is 1.03.
- The script reports the combined buffer and inverter count of the critical path as 3.
- The mean post-synth cell area is 8.92 um^2.
- The number of failing setup endpoints in the final timing report is 0.
- Per the detail_route report, DRC violations left total 0.
- The buffer count from post-CTS setup fixing is 0.
- The net switching power is 199 uW.
- The most frequent cell after synthesis is sky130_fd_sc_hd__xnor2_1.
- The endpoint required time on the critical path is 18260 ps.
- Per the CTS log, the maximum H-tree level is 2.
- The share of the clock period used by the worst path after layout is 44.5%.
- The max-slew violation count is 0.
- The post-synth tally of flip-flops with integrated enable is 44.
- Hold is met by 497 ps.
- The main area contributors are sky130_fd_sc_hd__edfxtp_1 (27%), sky130_fd_sc_hd__ha_1 (9.5%), sky130_fd_sc_hd__xnor2_1 (9.0%).
- Buffers inserted to repair hold after CTS numbered 0.
- After technology mapping, the gate count stands at 547.
- For this run, the slowest stage of the critical path takes 570 ps.
- The post-synthesis async set-or-reset flop share is 0%.
- The proportion of netlist area held by the largest area contributor is 27.1%.
- According to the floorplan report, the die width is 101 um.
- For this design, Yosys synthesis ends with a cell count of 547.
- The worst slew slack as a fraction of its limit is 48.3%.
- Per the skew report, the later register of the worst-skew pair sees a clock latency of 300 ps.
- The placed wire-length estimate after detailed placement is 9890 um.
- For reference, the top cells by count after synthesis are sky130_fd_sc_hd__xnor2_1 (50), sky130_fd_sc_hd__edfxtp_1 (44), sky130_fd_sc_hd__nand2_1 (43).
- Setup repair after global routing left no endpoint under its margin.
- The power per standard cell area is 91.4 nW/um^2.
- The shortest period the worst path allows is 8140 ps.
- The setup slack after placement is 9850 ps.
- The count of nets left with antenna violations once routing finished came out at 0.
- The number of buffers created by CTS is 5.
- Per Yosys stat, the portion of area used by sequential elements is 29.1%.
- The highest supply drop recorded on VDD is 100 uV.
- The clock transition at the registers of the reported paths is 90 ps.
- The utilization after layout is 58.8%.
- The number of global-route vias before repair is 3952.
- The final layout report lists a filler cell count of 813.
- In this run switching power makes up 39.7% of total power.
- For this design the top-level I/O count stands at 43.
[cell type report]
cell class | instances | area [um^2] | share of cell area (%)
Clock buffer | 5 | 68.8 | 1.26
Multi-Input combinational cell | 455 | 3260 | 59.5
Inverter | 17 | 63.8 | 1.16
Sequential cell | 49 | 1420 | 25.9
Tap cell | 129 | 161 | 2.94
Timing Repair Buffer | 48 | 465 | 8.49
Clock inverter | 3 | 41.3 | 0.753
[routing by layer]
| metal | vias to the layer above | part of all wire [%] | global-route usage [%] |
|---|---|---|---|
| li1 | 2112 | - | - |
| met1 | 1964 | 49 | 46.3 |
| met2 | 170 | 41 | 39.7 |
| met3 | 29 | 6.8 | 3.53 |
| met4 | 0 | 3.3 | 6.35 |
| met5 | - | 0 | 0 |
[final timing paths]
kind / startpoint / endpoint / slack, ps
max: clocksPerBit[0] / clockCounter[14] / 10160
min: state[1] / state[0] / 500
max reg2reg: clockCounter[2] / clockCounter[14] / 15110
min reg2reg: state[1] / state[0] / 500
[through the flow]
| stage | cells | area (um^2) |
|---|---|---|
| after floorplan | 547 | 4880 |
| after global placement | 698 | 5370 |
| after detailed placement | 698 | 5370 |
| after CTS | 706 | 5480 |
| after global routing | 706 | 5480 |
| final | 706 | 5480 |
[cell families after synthesis]
family,after synthesis,share of synthesized area [%]
xor gates and xnor gates,82,15.8
buffers and inverters,43,4.21
adders and majority gates,37,9.49
AOI/OAI and AO/OA,109,15.5
DFF,49,29.1
muxes,5,1.08
and+or+nand+nor,222,24.7
[registers in the layout (all words and copies together), names as in the netlist]
name,cells
bitCounter,3
state,5
rxDv,1
rxByte,8
clockCounter,32
[power groups by stage]
| stage | clock [mW] | sequential [mW] | combinational (mW) |
|---|---|---|---|
| after CTS | 0.0785 | 0.232 | 0.190 |
| after global routing | 0.0808 | 0.241 | 0.218 |
| final | 0.0767 | 0.233 | 0.191 |
[cell usage in the layout, fill, tap and decap left out, drive strengths merged, types with 3 or more instances in the layout]
master,n
xnor2,50
edfxtp,44
nand2,43
clkdlybuf4s50,42
a21oi,42
nor2,40
ha,37
xor2,28
nand3,26
nor3,24
o21ai,23
nor4,19
nand4,18
inv,17
nor2b,9
and4,8
or3,8
and3,7
buf,6
o31ai,6
clkbuf,5
dfxtp,5
nor3b,4
a22oi,4
xnor3,4
or4,4
o41ai,4
mux2i,3
Power is estimated from default activity; no workload was simulated.
